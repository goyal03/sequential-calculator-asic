===== design/flow/design.v =====
module calculator(
    input wire clk,          
    input wire rst_n,        
    input wire start,        
    input wire[1:0] op,      
    input wire [15:0] a,     
    input wire [15:0] b,     
    output reg [15:0] result,    
    output reg overflow,
    output reg done,         
    output reg error         
);
localparam IDLE = 3'b000;
localparam CALC = 3'b001;
localparam DONE = 3'b010;
reg [2:0] state, next_state;
reg [4:0] count;
reg [15:0] temp_a, temp_b;
reg [31:0] product;
reg [15:0] quotient, remainder;
always @(posedge clk or negedge rst_n) begin
    if (!rst_n) begin
        state <= IDLE;
        count <= 5'd0;
    end else begin
        state <= next_state;
        if (state == IDLE) begin
            count <= 5'd0;
        end
        else if (state == CALC && (op == 2'b10 || op == 2'b11)) begin
            count <= count + 1'b1;
        end
    end
end
always @(*) begin
    next_state = state;
    case (state)
        IDLE: begin
            if (start)
                next_state = CALC;
        end
        CALC: begin
            if (op == 2'b00 || op == 2'b01)    
                next_state = DONE;
            else if (count == 5'd16)          
                next_state = DONE;
        end
        DONE: begin
            if (!start)
                next_state = IDLE;
        end
        default: next_state = IDLE;
    endcase
end
always @(posedge clk or negedge rst_n) begin
    if (!rst_n) begin
        result    <= 16'd0;
        done      <= 1'b0;
        error     <= 1'b0;
        overflow  <= 1'b0;
        temp_a    <= 16'd0;
        temp_b    <= 16'd0;
        product   <= 32'd0;
        quotient  <= 16'd0;
        remainder <= 16'd0;
    end else begin
        case (state)
            IDLE: begin
                done     <= 1'b0;
                error    <= 1'b0;
                overflow <= 1'b0;
                if (start) begin
                    temp_a <= a;
                    temp_b <= b;
                    if (op == 2'b10) begin
                        product <= 32'd0;
                    end
                    if (op == 2'b11) begin
                        quotient  <= 16'd0;
                        remainder <= 16'd0;
                    end
                end
            end
            CALC: begin
                case(op)
                    2'b00: begin     
                        result <= temp_a + temp_b;
                        overflow <= (temp_a[15] == temp_b[15]) && (result[15] != temp_a[15]);   
                    end
                    2'b01: begin         
                        result <= temp_a - temp_b;
                        overflow <= (temp_a[15] != temp_b[15]) && (result[15] != temp_a[15]);   
                    end
                    2'b10: begin         
                        if (count < 5'd16) begin
                            if (temp_b[0]) begin
                                product <= product + {16'd0, temp_a};
                            end
                            temp_b  <= temp_b >> 1;
                            temp_a  <= temp_a << 1;
                        end else begin
                            result   <= product[15:0];   
                            overflow <= |product[31:16];  
                        end
                    end
                    2'b11: begin   
                        if (temp_b == 16'd0) begin
                            error  <= 1'b1;
                            result <= 16'd0;
                        end else begin
                            if (count < 5'd16) begin
                                remainder <= {remainder[14:0], temp_a[15]};
                                temp_a    <= {temp_a[14:0], 1'b0};   
                                if ({remainder[14:0], temp_a[15]} >= temp_b) begin
                                    remainder <= {remainder[14:0], temp_a[15]} - temp_b;
                                    quotient  <= {quotient[14:0], 1'b1};   
                                end else begin
                                    quotient  <= {quotient[14:0], 1'b0};   
                                end
                            end else begin
                                result <= quotient;
                                error  <= 1'b0;
                            end
                        end
                    end
                endcase   
            end   
            DONE: begin
                done <= 1'b1;
            end
            default: begin
                result <= 16'd0;
                done <= 1'b0;
                error <= 1'b0;
                overflow <= 1'b0;
            end
        endcase
    end
end
endmodule

===== design/flow/run.sh =====
#!/bin/bash
# OpenROAD 26Q1-2900-gdf79404cd8, Yosys 0.63+post, stock flow scripts
make -C /OpenROAD-flow-scripts/flow DESIGN_CONFIG=/design/flow/config.mk WORK_HOME=/design/flow/orfs finish

===== design/flow/config.mk =====
export PLATFORM = sky130hd
export DESIGN_NAME = calculator
export DESIGN_NICKNAME = calculator
export VERILOG_FILES = /design/flow/design.v
export SDC_FILE = /design/flow/constraint.sdc
export NUM_CORES = 4
export LEC_CHECK = 1
export CORE_UTILIZATION = 50

===== design/flow/constraint.sdc =====
current_design calculator

set clk_period 10.0
set clk_io_pct 0.2

create_clock -name clk0 -period $clk_period [get_ports {clk}]

set non_clock_inputs [all_inputs -no_clocks]
set_input_delay [expr $clk_period * $clk_io_pct] -clock clk0 $non_clock_inputs
set_output_delay [expr $clk_period * $clk_io_pct] -clock clk0 [all_outputs]

==> flow_metrics.env <==
# source this file to load flow results
export IMPL_fin_skew_ps=9.45
export IMPL_setup_tns_ps=0
export IMPL_fin_cells=1236
export IMPL_critPathArrivalTime_ps=5490
export IMPL_yosys_cells=960
export IMPL_chipArea_sq_mm=0.0172
export IMPL_min_to="result[2]$_DFFE_PN0P_"
export IMPL_hold_viol=0
export IMPL_floorplan_rows=46
export IMPL_reg2regPathDepth=13
export IMPL_status="completed"
export IMPL_leakage_nw=4.20
export IMPL_top_area_cell="dfrtp_1"
export IMPL_ctsHoldBuffers=0
export IMPL_edf_count=0
export IMPL_cts_buffers=17
export IMPL_grt_max_degree=56
export IMPL_path_clk_slew_ps=60
export IMPL_ys_seq_frac=0.366
export IMPL_grt_pass1_vias=7032
export IMPL_hp_class="flip-flop to flip-flop"
export IMPL_clk_latency_ps=420
export IMPL_p_comb_frac=0.457
export IMPL_crit_path_start_kind="input pin"
export IMPL_io_pins=56
export IMPL_grtUsageTotal=0.292
export IMPL_utilization=0.602
export IMPL_async_reset_ff_frac=1.00
export IMPL_drt_pass1_iter_count=5
export IMPL_slew_headroom=0.475
export IMPL_total_power_mw=2.60
export IMPL_fin_crit_ps=5180
export IMPL_dpl_cell_count=1204
export IMPL_peakVddDrop_mv=0.160
export IMPL_fp_util=0.519
export IMPL_hold_ws_ps=483
export IMPL_syn_cell_area_sq_mm=0.00834
export IMPL_r2r_start="temp_b[0]$_DFFE_PN0P_"
export IMPL_drv_slew=0
export IMPL_io_buffer_count=55
export IMPL_combGateArea_sq_mm=0.00498
export IMPL_rsz0062_at_grt="no"
export IMPL_num_vias=7308
export IMPL_post_cts_buffers=0
export IMPL_fillers=1334
export IMPL_gp_congestion=0.940
export IMPL_synth_top_flop_cell="dfrtp_1"
export IMPL_clock_path_buffers=2
export IMPL_wl_per_cell_um=19.2
export IMPL_antenna_cells=0
export IMPL_min_delay_start="result[2]$_DFFE_PN0P_"
export IMPL_routed_wl_um=23700
export IMPL_drtAntennaViolNets=0
export IMPL_syn_avg_cell_area_sq_um=8.69
export IMPL_fmax_ghz=0.193
export IMPL_yosys_stat_area_sq_mm=0.00834
export IMPL_reg2reg_slack_ps=6570
export IMPL_maxCapViolCount=0
export IMPL_area_growth_pct=16.0
export IMPL_ys_ff=122
export IMPL_viasPerCell=5.91
export IMPL_warnings=30
export IMPL_min_period_over_period=0.518
export IMPL_netlist_area_leader_share=0.363
export IMPL_drc=0
export IMPL_die_h_um=131
export IMPL_cp_max_fo=17
export IMPL_worst_pin_slew_ps=784
export IMPL_cts_sinks=122
export IMPL_ys_warn_count=1
export IMPL_antenna_found_initial=0
export IMPL_hold_depth=2
export IMPL_worst_ep_required_time_ps=10310
export IMPL_grt_pass1_wl_um=38100
export IMPL_topCellsByArea="dfrtp_1 (36%), ha_1 (8.1%), nand2_1 (6.3%)"
export IMPL_h_tree_depth=4
export IMPL_endpoint_kind="flip-flop"
export IMPL_ys_types=71
export IMPL_p_per_area_mw_per_mm2=269
export IMPL_crit_type="input pin to flip-flop"
export IMPL_first_iter_violations=531
export IMPL_dp_hpwl_um=17600
export IMPL_common_cells="nand2_1 (140), dfrtp_1 (121), nor2_1 (83), o21ai_0 (80), a21oi_1 (59)"
export IMPL_reg2reg_to="result[15]$_DFFE_PN0P_"
export IMPL_cts_root_buf="clkbuf_16"
export IMPL_ctsResizeCount=0
export IMPL_yosysMostFrequentCell="nand2_1"
export IMPL_intPower_mw=1.48
export IMPL_overflow=0
export IMPL_core_sq_mm=0.0161
export IMPL_syn_instance_count=960
export IMPL_cts_tree="built"
export IMPL_die_x_um=131
export IMPL_clockPowerShare=0.241
export IMPL_drive_above_1_share=0.0716
export IMPL_finalSetupViolations=0
export IMPL_swShare=0.433
export IMPL_seq_area_sq_mm=0.00306
export IMPL_p_switching_mw=1.13
export IMPL_pwr_share_seq=0.301
[cell families after synthesis]
kind of cell / after synthesis / share of synthesized area
AND-OR/OR-AND: 270 / 0.208
XOR/XNOR: 58 / 0.0609
flip-flops: 122 / 0.366
adder cells (fa/ha/maj): 57 / 0.0882
multiplexers: 48 / 0.0584
buffers and inverters: 73 / 0.0365
AND/OR/NAND/NOR: 332 / 0.181
[power groups by stage]
stage / logic, mW / clock network (mW) / registers (mW)
global route: 1.33 / 0.656 / 0.798
CTS: 1.18 / 0.633 / 0.782
finish: 1.19 / 0.628 / 0.785
[worst max-delay path: stages]
cell	delay (ps)
clkdlybuf4s50_1	450
inv_1	100
ha_1	580
mux2_2	440
fa_1	420
nor2b_1	220
o31a_1	230
o2111ai_1	190
a32o_1	300
o21ai_0	190
xor2_1	90
a221o_1	290
[layer usage]
| metal | GRT usage | vias to the layer above | part of all wire |
|---|---|---|---|
| met3 | 0.0535 | 28 | 0.055 |
| met4 | 0.0431 | 0 | 0.015 |
| li1 | - | 3570 | - |
| met1 | 0.439 | 3494 | 0.46 |
| met2 | 0.463 | 216 | 0.47 |
| met5 | 0 | - | 0 |
[registers in the layout (all words and copies together), names as in the netlist]
name	count
product	32
temp_b	16
quotient	16
done	1
result	16
count	5
overflow	1
temp_a	16
remainder	15
error	1
state	3
[stage by stage]
step | cell area (sq um) | setup WS (ps)
3_3_place_gp | 9080 | 4540
5_1_grt | 9670 | 4640
6_report | 9670 | 4820
3_5_place_dp | 9080 | 4440
2_1_floorplan | 8340 | 5310
4_1_cts | 9670 | 4850
[placed cells by master, fill, tap and decap left out, drive strengths merged, types with 11 or more instances in the layout]
cell type	netlist	routed
buf	13	15
xor2	19	19
nand2	141	141
xnor2	39	39
o21ai	104	104
inv	32	38
nand3	23	23
mux2i	43	43
o31ai	13	13
nor2b	11	11
clkbuf	28	18
clkdlybuf4s50	0	54
a21oi	59	59
dfrtp	121	121
nor3	14	14
nor2	83	83
ha	54	54
[worst max-delay path by stage]
stage / startpoint / to / slack, ps / depth (start not counted)
4_1_cts: op[1] / result[14]$_DFFE_PN0P_ / 4850 / 12
5_1_grt: op[0] / result[12]$_DFFE_PN0P_ / 4640 / 11
6_report: op[1] / result[14]$_DFFE_PN0P_ / 4820 / 12
[layout make-up]
cell class | instances | area share
clock buffers | 18 | 0.0444
clock inverters | 14 | 0.0167
inverters | 32 | 0.0124
multi-input cells | 765 | 0.515
flip-flops and latches | 122 | 0.316
well taps | 216 | 0.0279
repair buffers | 69 | 0.0675
